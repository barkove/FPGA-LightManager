[flow/design.v]
`timescale 1ns / 1ps
module light_manager #(
  parameter CLOCK_FREQ_MHZ          = 100,
  parameter DELAY_IN_US             = 50, 
  parameter PWM_VALUE_SIZE          = 8,
  parameter BRIGHTNESS_INC          = 5
)(
  input               clk_i,
  input               rst_n_i,
  output [3 : 0]      leds_o,
  input               a_i,
  input               b_i
); 
wire                                      pwm_out;
wire                                      increase, decrease;
reg   [ PWM_VALUE_SIZE - 1 : 0 ]          brightness_value;
pmod_enc_rot #(
  .CLOCK_FREQ_MHZ   ( CLOCK_FREQ_MHZ          ),
  .DELAY_IN_US      ( DELAY_IN_US             )
) pmod_enc_rot_0 (
  .clk_i            ( clk_i                   ),
  .rst_n_i          ( rst_n_i                 ),
  .a_i              ( a_i                     ),
  .b_i              ( b_i                     ),
  .left_o           ( decrease                ),
  .right_o          ( increase                )
);
pwm_gen #(
  .SIZE_OF_VALUE    ( PWM_VALUE_SIZE          )
) pwm_gen_0 (
  .clk_i            ( clk_i                   ),
  .rst_n_i          ( rst_n_i                 ),
  .value_i          ( brightness_value        ),
  .pwm_o            ( pwm_out                 ) 
);
assign leds_o = { 4 { pwm_out } };
always @( posedge clk_i or negedge rst_n_i )
  if ( !rst_n_i )
    brightness_value <= { PWM_VALUE_SIZE{ 1'b0 } };
  else
    if ( increase && ( { PWM_VALUE_SIZE{ 1'b1 } } -  BRIGHTNESS_INC >= brightness_value ) )
      brightness_value <= brightness_value + BRIGHTNESS_INC;
    else 
      if ( decrease && ( BRIGHTNESS_INC <= brightness_value ) )
        brightness_value <= brightness_value - BRIGHTNESS_INC;
endmodule
`timescale 1ns / 1ps
module pmod_enc_rot #(
  parameter CLOCK_FREQ_MHZ = 100,
  parameter DELAY_IN_US    = 55
)(
  input  clk_i,
  input  rst_n_i,
  input  a_i,
  input  b_i,
  output left_o,
  output right_o
);
localparam      DELAY_TICKS = CLOCK_FREQ_MHZ * DELAY_IN_US;
wire            flag_reset;
reg             fe_is_handled, re_is_handled;
reg   [3 : 0]   a_catcher;
reg   [2 : 0]   b_catcher;
wire            counter_en;
reg   [14 : 0]  counter;
assign flag_reset = counter == ( DELAY_TICKS - 2 );
assign counter_en = fe_is_handled || re_is_handled;
assign left_o     = ( counter == ( DELAY_TICKS - 2 ) ) && re_is_handled && b_catcher[2];
assign right_o    = ( counter == ( DELAY_TICKS - 2 ) ) && re_is_handled && !b_catcher[2];
always @( posedge clk_i or negedge rst_n_i )
  if ( !rst_n_i )
    b_catcher <= 3'b0;
  else
    b_catcher <= { b_catcher[1 : 0], b_i };
always @( posedge clk_i or negedge rst_n_i )
  if ( !rst_n_i )
    a_catcher <= 4'b1111;
  else
    a_catcher <= { a_catcher[2 : 0], a_i };
always @( posedge clk_i or negedge rst_n_i )
  if ( !rst_n_i )
    fe_is_handled <= 1'b0;
  else
    if ( flag_reset )
      fe_is_handled <= 1'b0;
    else 
      if ( !counter_en )
        fe_is_handled <= !a_catcher[2] && a_catcher[3];
always @( posedge clk_i or negedge rst_n_i )
  if ( !rst_n_i )
    re_is_handled <= 1'b0;
  else
    if ( flag_reset )
      re_is_handled <= 1'b0;
    else
      if ( !counter_en )
        re_is_handled <= a_catcher[2] && !a_catcher[3];
always @( posedge clk_i or negedge rst_n_i )
  if ( !rst_n_i ) 
    counter <= 15'b0;
  else
    if ( !counter_en )
      counter <= 15'b0;
    else 
      counter <= counter + 15'b1;
endmodule
`timescale 1ns / 1ps
module pwm_gen #(
  parameter SIZE_OF_VALUE = 8
)(
  input                          clk_i,
  input                          rst_n_i,
  input  [SIZE_OF_VALUE - 1 : 0] value_i,
  output                         pwm_o 
);
reg [SIZE_OF_VALUE - 1 : 0] counter;
assign pwm_o = rst_n_i && ( counter < value_i ) ;
always @( posedge clk_i or negedge rst_n_i ) 
  if ( !rst_n_i )
    counter <= 0;
  else 
    counter <= counter + 1;
endmodule
[flow/run.sh]
#!/bin/bash
# OpenROAD 26Q1-2900-gdf79404cd8, Yosys 0.63+post, stock flow scripts
make -C /OpenROAD-flow-scripts/flow DESIGN_CONFIG=/design/flow/config.mk WORK_HOME=/design/flow/orfs finish
[flow/config.mk]
export PLATFORM = sky130hd
export DESIGN_NAME = light_manager
export DESIGN_NICKNAME = light_manager
export VERILOG_FILES = /design/flow/design.v
export SDC_FILE = /design/flow/constraint.sdc
export NUM_CORES = 4
export LEC_CHECK = 1
export CORE_UTILIZATION = 30
[flow/constraint.sdc]
current_design light_manager

set clk_period 6.4
set clk_io_pct 0.2

create_clock -name clk0 -period $clk_period [get_ports {clk_i}]

set non_clock_inputs [all_inputs -no_clocks]
set_input_delay [expr $clk_period * $clk_io_pct] -clock clk0 $non_clock_inputs
set_output_delay [expr $clk_period * $clk_io_pct] -clock clk0 [all_outputs]
==> qor.yml <==
job:
  drv_cap: 0
  log.warning_count: 30
cells_and_area:
  area_delta_synth_final_pct: 10.74
  final_cell_mix: "dfrtp_1 (36), nor2_1 (23), ha_1 (15), xnor2_1 (14), inv_1 (13)"
  drive_above_1_share_pct: 7.339
  lay_top_count: "dfrtp_1"
  final_cells: 298
clock_network:
  clock_latency_ps: 280
  cts_resized: 0
  post_cts_buffers: 0
  clock_path_buffers: 2
  cts_hold_buf: 0
  clock-sinks: 40
  clk_pin_slew_ps: 70
  cts_inserted_buffers: 5
  cts-htree-levels: 2
  cts-root-buf: "clkbuf_8"
  cts_tree: "built"
routing:
  wl_met2_um: 1616
  highest_layer: "met4"
  wl_met1_um: 1706
  drc: 0
  wl_met3_um: 123
  viasPerCell: 4.960
  dr.pass1.iters: 5
  vias: 1478
  antennaDiodeCount: 0
  wl_um: 3522
  dr.first_iter.drc_count: 73
  ant_nets: 0
  avgRoutedWirePerCell_um: 11.82
pwr:
  leakagePower_nw: 0.9790
  powerDensity_mw_per_mm2: 233.2
  p_total_uw: 541.5
  ir_worst_vdd_mv: 0.1168
yosys:
  flop_cell: "dfrtp_1"
  ys_seq_share_pct: 47.97
  ys_cells: 207
  async_reset_ff_share_pct: 100.0
  numSynthFlops: 40
  yosys_area_mm2: 0.002097
  edf_count: 0
  avgSynthCellArea_um2: 10.13
  synth_area_mm2: 0.002097
  ys_warn_count: 3
  syn_inst: 207
  yosysUniqueCellTypes: 39
global_routing:
  grt_max_degree: 43
  grt_pass1_vias: 1428
  grtUsageTotal_pct: 10.86
  gr-total-overflow: 0
  grt_pass1_wl_um: 6382
  antenna_found_initial: 0
worst_setup_path:
  required_ps: 5120
  critPathArrivalTime_ps: 2930
  critPathKind: "input port to primary output"
  cpPeakStageDelay_ps: 540
  worstPathMaxFanout: 42
  cpMaxStageDelayCell: "clkdlybuf4s50_1"
  worst_setup_path_end_kind: "primary output"
  r2r_start: "pmod_enc_rot_0.counter[0]"
  crit_chain: "buf_2 -> buf_4 -> nand3_1 -> o31ai_1 -> clkdlybuf4s50_1"
  startpoint_type: "input port"
  crit_start: "rst_n_i"
worst_hold_path:
  min_from: "pmod_enc_rot_0.b_catcher[0]"
  hp-class: "register to register"
die:
  fp_util_pct: 31.04
  die_w_um: 85.61
  io_pins: 8
  fp-row-count: 30
  core-area_mm2: 0.006756
  die_y_um: 85.61
  die_area_mm2: 0.007328
timing:
  whs_ps: 352.5
  setup_violations: 0
  worst_slack_ps: 2195
  finalCritPeriodShare_pct: 65.71
  finClkSkew_ps: 2.537
  hold_viol_final: 0
  rsz0062_at_grt: "no"
  tightest_slew_ps: 507.8
  slew_headroom_pct: 66.14
  slew_violations: 0
  tns_ps: 0
  max_freq_mhz: 237.8
  period_needed_ps: 4205
outcome:
  status: "completed"
place:
  port_buffers: 7
  pre_cts_ws_ps: 2110
  globalplace.congestion: 0.9131
  dp_cells: 290
  place_hpwl_um: 2493
## per-layer routing
metal	vias up	global-route usage [%]
met2	29	16.73
met3	9	1.953
met1	704	16.45
met4	0	2.727
met5	-	0
li1	736	-
## cell type report
class	count	area, um2
multi-input cells	148	997.2
clock buffers	8	90.09
fillers	683	4434
inverters	13	48.80
well taps	80	100.1
flip-flops and latches	40	1006
repair buffers	9	80.08
## power breakdown
| part | leakage (nW) | internal, mW | total (mW) | switching [mW] |
|---|---|---|---|---|
| registers | 0.508 | 0.279 | 0.308 | 0.0281 |
| logic | 0.426 | 0.0316 | 0.0638 | 0.0322 |
| clock network | 0.0455 | 0.0879 | 0.170 | 0.0822 |
| total | 0.979 | 0.399 | 0.542 | 0.142 |
## state kept, by name, indices dropped and copies added, names as in the netlist
signal,count
pmod_enc_rot_0.fe_is_handled,1
brightness_value,8
pwm_gen_0.counter,8
pmod_enc_rot_0.counter,15
pmod_enc_rot_0.a_catcher,4
pmod_enc_rot_0.re_is_handled,1
pmod_enc_rot_0.b_catcher,3
## stage by stage
stage / utilization, % / instance area (um2)
after floorplan: - / 2097
final: 34.37 / 2322
after CTS: 34.37 / 2322
after global routing: 34.37 / 2322
after global placement: 33.04 / 2232
after detailed placement: 33.04 / 2232
## final timing paths
| path | end | slack [ps] | depth (start not counted) |
|---|---|---|---|
| min in group asynchronous | pwm_gen_0.counter[7] | 1050 | 2 |
| max in group asynchronous | pmod_enc_rot_0.a_catcher[0] | 4990 | 2 |
| hold reg to reg | pmod_enc_rot_0.b_catcher[1] | 350 | 0 |
| hold / removal | pmod_enc_rot_0.b_catcher[1] | 350 | 0 |
| setup / recovery | leds_o[3] | 2190 | 5 |
| setup reg to reg | brightness_value[7] | 4220 | 7 |
## cells in the mapped netlist, drive strengths merged, types with 2 or more instances
cell type	n	area share (%)
ha	15	8.9
or3	3	0.90
nand2b	2	0.60
nand2	9	2.0
inv	13	2.3
o21ai	9	2.1
xor2	7	2.9
o32ai	2	0.84
a21oi	11	2.6
dfrtp	36	43
dfstp	4	5.0
o31ai	3	1.1
and3	9	2.7
a21boi	2	0.72
or2	2	0.60
nand4	5	1.5
buf	5	2.0
and4	2	0.84
nor2	23	4.1
nand3	12	2.9
xnor2	14	5.8
nor3b	2	0.72
nor3	3	0.72
## critical path, delay by kind of cell
kind                   cells  cell delay (ps)
AOI/OAI and AO/OA          1              430
buffers and inverters      3             1040
and+or+nand+nor            1              170
## kinds of logic after synthesis
| group | Yosys count | share of synthesized area (%) |
|---|---|---|
| adders and majority gates | 15 | 8.950 |
| AOI/OAI and AO/OA | 33 | 9.666 |
| DFF | 40 | 47.97 |
| and+or+nand+nor | 78 | 19.69 |
| xor gates and xnor gates | 21 | 8.771 |
| buffers and inverters | 19 | 4.475 |
| muxes | 1 | 0.4773 |
Power and IR drop assume default switching activity.
